==> design/flow/design.v <==
`timescale 1ns / 1ps
module ultrasonic_fsm(
input wire clk,
input wire rst,
input wire echo,
output reg trig_start,
output wire [13:0] distance_measure
    );
    localparam [2:0]
        IDLE = 0,
        TRIG = 1,
        WAIT = 2,
        MEASURE = 3,
        TENMS = 4;
    reg [2:0] current_state, next_state;
    reg [10:0] cnt12us = 0;
    reg waiting_start;
    reg [15:0] cnt460us = 0;
    reg measure_start;
    reg [24:0] cnt25ms = 0;
    reg tenms_start;
    reg [19:0] cnt10ms = 0;
    always @(posedge clk) begin
        if (rst) current_state <= IDLE;
        else current_state <= next_state;
    end
    always @(*) begin
        next_state = current_state;
        trig_start = 0;
        waiting_start = 0;
        measure_start = 0;
        tenms_start = 0;
        case(current_state)
            IDLE: begin
            if (rst == 0 ) next_state = TRIG;
            end
            TRIG: begin
            trig_start = 1;
            if (cnt12us >=1_599) next_state = WAIT;
            end
            WAIT: begin
            waiting_start = 1;
            if (echo) next_state = MEASURE;
            else if (cnt460us >= 45_999) next_state = TRIG;
            end
            MEASURE: begin
            measure_start = 1;
            if (echo == 0) begin             
            next_state = TENMS;
            end else if (cnt25ms >= 25'd1_999_999) next_state = TRIG;
            end
            TENMS: begin
            tenms_start = 1;
            if (cnt10ms >= 20'd999_999) next_state = IDLE;
            end
            default: next_state = IDLE;
        endcase
    end    
    always @(posedge clk) begin
        if (trig_start == 0) begin
        cnt12us <= 0; 
        end else if (cnt12us == 1_599) begin
        cnt12us <= 0;
        end else cnt12us <= cnt12us + 1;
    end 
    always @(posedge clk) begin
        if (waiting_start == 0) begin
          cnt460us <= 0;
        end else if (cnt460us == 45_999) begin
          cnt460us <= 0;
        end else cnt460us <= cnt460us + 1;
    end
    always @(posedge clk) begin
        if (measure_start == 0) begin
          cnt25ms <= 0;
        end else if (cnt25ms == 1_999_999) begin
          cnt25ms <= 0;
        end else cnt25ms <= cnt25ms + 1;
    end
    always @(posedge clk) begin
        if (tenms_start == 0) begin
          cnt10ms <= 0;
        end else if (cnt10ms == 999_999) begin
          cnt10ms <= 0;
        end else cnt10ms <= cnt10ms + 1;
    end
    reg [24:0] distance = 0;
    always @(posedge clk) begin
    if (rst) distance <= 0;
    else if (current_state == MEASURE && (echo == 0)) begin
        distance <= cnt25ms;
    end
    end    
    assign distance_measure = distance/5830;
endmodule
==> design/flow/run.sh <==
#!/bin/bash
# OpenROAD 26Q1-2900-gdf79404cd8, Yosys 0.63+post, stock flow scripts
make -C /OpenROAD-flow-scripts/flow DESIGN_CONFIG=/design/flow/config.mk WORK_HOME=/design/flow/orfs finish
==> design/flow/config.mk <==
export PLATFORM = sky130hd
export DESIGN_NAME = ultrasonic_fsm
export DESIGN_NICKNAME = ultrasonic_fsm
export VERILOG_FILES = /design/flow/design.v
export SDC_FILE = /design/flow/constraint.sdc
export NUM_CORES = 4
export LEC_CHECK = 1
export CORE_UTILIZATION = 40
==> design/flow/constraint.sdc <==
current_design ultrasonic_fsm

set clk_period 28.6
set clk_io_pct 0.2

create_clock -name clk0 -period $clk_period [get_ports {clk}]

set non_clock_inputs [all_inputs -no_clocks]
set_input_delay [expr $clk_period * $clk_io_pct] -clock clk0 $non_clock_inputs
set_output_delay [expr $clk_period * $clk_io_pct] -clock clk0 [all_outputs]
==> reports/qor.csv <==
stage;metric;value;unit
clocking;path_clk_slew;0.06;ns
clocking;tritoncts;yes;
finish;fillerInstances;2433;
global_route;grt_pass1_vias;8672;
routing;wl_per_cell;14.22;um
yosys;yosysTopAreaCell;dfxtp_1;
routing;drt_iter0_markers;677;
sta;max_freq;45.36;MHz
worst_setup_path;crit_top_cell;o21ai_1;
clocking;clk_path_buf_depth;2;
power_and_ir_drop;switching_share;20.74;%
power_and_ir_drop;netSwitchingPower;0.05313;mW
die;die_area;25410;um^2
sta;rsz0062_at_grt;no;
die;die_w;159.4;um
sta;setup_viol;0;
finish;drive_gt1_share;7.391;%
job;maxCapViolations;0;
power_and_ir_drop;power_frac_seq;55.2;%
clocking;cts_hold_buf;0;
power_and_ir_drop;internal-power;0.2030;mW
worst_setup_path;cp_max_fo;23;
routing;ant_nets;0;
sta;hold_violations;0;
clocking;clk_latency;0.34;ns
clocking;cts_buffers;9;
placement;dp_worst_setup_slack;6.957;ns
clocking;cts_sinks;101;
min_path;min_path_cells;1;
power_and_ir_drop;clock_power_share;43.9;%
sta;fin_crit;22.05;ns
placement;place_hpwl;17.76;mm
global_route;grt_pass1_wl;41.10;mm
yosys;ys.flops;101;
yosys;synth_warnings;1;
routing;viasPerCell;5.688;
routing;vias;9386;
yosys;synth.avg_cell_area;7.357;um^2
yosys;yosys_area;9910;um^2
finish;fin_cells;1650;
sta;worst_pin_slew;0.8515;ns
sta;holdWs;0.4584;ns
worst_setup_path;cp_slowest_stage_delay;0.72;ns
placement;placed_cells;1635;
clocking;postCtsSetupBuffers;0;
worst_setup_path;reg2reg_depth;6;
die;io_pins;18;
yosys;synth_area;9910;um^2
worst_setup_path;startpoint_type;flip-flop;
yosys;synth_top_area_share;20.40;%
global_route;grt_max_degree;30;
worst_setup_path;crit_type;reg -> out;
sta;finClkSkew;0.01174;ns
yosys;top_cell;nand2_1;
yosys;edf_count;0;
worst_setup_path;required;22.88;ns
yosys;synth_seq_share;20.40;%
placement;gp_congestion;0.9430;
min_path;hold_class;reg -> reg;
placement;dpl_cell_area;10250;um^2
sta;slew_headroom;43.12;%
sta;tns;0;ns
yosys;netlist_instances;1347;
yosys;synthTopCellsByCount;163 x nand2_1, 138 x nor2_1, 101 x dfxtp_1;
yosys;synthFlopType;dfxtp_1;
worst_setup_path;endpoint_kind;output pin;
die;die_h;159.4;um
global_route;antenna_found_initial;0;
global_route;grt_use_total;19.05;%
worst_setup_path;critPathSlowestCell;o21ai_1;
clocking;root_buffer;clkbuf_16;
routing;antenna_cells;0;
finish;syn_to_final_growth;6.224;%
global_route;overflow;0;
finish;final-comb-area;7503;um^2
finish;stdcell_area;10530;um^2
clocking;cts.repair.resized;0;
placement;io_buffers;16;
yosys;async_flop_share;0;%
clocking;h-tree-depth;3;
power_and_ir_drop;powerDensity;24.33;nW/um^2
power_and_ir_drop;leakage;3.403;nW
sta;fin_crit_sh;77.08;%
yosys;ys_top_cells_by_area;dfxtp_1 20%, nand2_1 6.2%, xnor2_1 5.7%;
finish;seqCellArea;2022;um^2
die;rows;57;
power_and_ir_drop;pwr-share-comb;0.9;%
power_and_ir_drop;vdd_drop_max;0.00004111;V
power_and_ir_drop;total_power;0.2561;mW
job;warnings;25;
sta;finalMaxSlewViolations;0;
sta;setup_slack;6.554;ns
worst_setup_path;critPathArrivalTime;16.33;ns
die;core;24320;um^2
routing;drc;0;
routing;dr.pass1.iters;5;
yosys;ys_cells;1347;
yosys;synthDistinctLibCells;110;
die;fp_util;40.75;%
finish;post-route-util;43.28;%
run_status;status;completed;
routing;wirelength;23.46;mm
## cell type report
type | count | area share [%]
Clock buffer | 10 | 2.270
Tap cell | 324 | 3.851
Inverter | 25 | 0.8915
Clock inverter | 5 | 0.3328
Timing Repair Buffer | 25 | 2.163
Multi-Input combinational cell | 1160 | 71.28
Sequential cell | 101 | 19.21
## state kept, by name, summed over array words and instances (netlist names)
| register | cells |
|---|---|
| distance | 24 |
| cnt25ms | 25 |
| cnt12us | 11 |
| current_state | 5 |
| cnt460us | 16 |
| cnt10ms | 20 |
## kinds of logic after synthesis
| kind of cell | synth area share [%] |
|---|---|
| simple gates | 29.52 |
| compound gates | 30.91 |
| xor+xnor | 10.86 |
| flops | 20.40 |
| buf+inv | 3.876 |
| mux | 3.270 |
| fa+ha+maj | 1.124 |
| other cells | 0.03784 |
## worst paths after layout
kind	to	slack, ns	from
worst max register to register	cnt25ms[19]	26.54	cnt25ms[9]
worst min-delay path	cnt12us[0]	0.46	cnt12us[0]
worst max-delay path	distance_measure[0]	6.55	distance[13]
worst min register to register	cnt12us[0]	0.46	cnt12us[0]
## layout by cell type, fill, tap and decap left out, drive strengths merged, types with 8 or more instances in the layout
master	count
a21boi	12
nor4	14
and3	20
nor3	25
buf	9
mux2i	26
nand3	65
clkdlybuf4s50	16
nand2b	14
a211o	17
nand2	163
clkbuf	10
a211oi	20
a21oi	94
o22ai	14
inv	26
a21o	18
a2111oi	14
nor2b	10
o211ai	13
nor2	140
a31oi	22
o31a	8
a22oi	12
xor2	58
and2	30
dfxtp	101
or2	16
o32ai	8
o21ai	79
xnor2	64
or3	31
o31ai	14
nand4	20
## worst max-delay path, delay by kind of cell, from the launching register on
kind	cells	cell delay, ns
AND-OR/OR-AND	32	8.84
AND/OR/NAND/NOR	11	3.35
multiplexers	4	1.38
XOR/XNOR	2	0.95
buffers and inverters	2	0.69
flip-flops	1	0.43
adder cells (fa/ha/maj)	1	0.31
## power by group through the flow
| stage | clock [mW] | combinational [mW] | sequential, mW |
|---|---|---|---|
| 6_report | 0.112 | 0.00240 | 0.141 |
| 5_1_grt | 0.123 | 0.00276 | 0.141 |
| 4_1_cts | 0.116 | 0.00246 | 0.141 |
## metal layers
layer,GRT usage [%],part of all wire (%)
met5,0,0
met4,3.059,1.3
met3,1.940,3.1
met2,29.98,45
met1,28.92,51
Power is estimated from default activity; no workload was simulated.
