===== design/flow/config.mk =====
export PLATFORM = sky130hd
export DESIGN_NAME = uart_tx
export DESIGN_NICKNAME = uart_tx
export VERILOG_FILES = /design/flow/design.v
export SDC_FILE = /design/flow/constraint.sdc
export NUM_CORES = 4
export LEC_CHECK = 1
export CORE_AREA = 10 10 110 110
export DIE_AREA = 0 0 120 120

===== design/flow/constraint.sdc =====
current_design uart_tx

set clk_period 4.5
set clk_io_pct 0.2

create_clock -name clk0 -period $clk_period [get_ports {clk}]

set non_clock_inputs [all_inputs -no_clocks]
set_input_delay [expr $clk_period * $clk_io_pct] -clock clk0 $non_clock_inputs
set_output_delay [expr $clk_period * $clk_io_pct] -clock clk0 [all_outputs]

===== design/flow/design.v =====
`timescale 1ns / 1ps
module uart_tx(
      input wire clk,
      input wire rst,
      input wire [15:0] sw,
      output reg txd      
    );
  localparam [4:0]            
        TX_IDLE = 5'b11111,
        TX_START_BIT = 5'b00000,
        TX_D0 = 5'b00001,
        TX_D1 = 5'b00010,
        TX_D2 = 5'b00011,
        TX_D3 = 5'b00100,
        TX_D4 = 5'b00101,
        TX_D5 = 5'b00110,
        TX_D6 = 5'b00111,
        TX_D7 = 5'b01000,
        TX_STOP_BIT = 5'b01001,
        TX_START_BIT2 = 5'b01010,
        TX_D8 = 5'b01011,
        TX_D9 = 5'b01100,
        TX_D10 = 5'b01101,
        TX_D11 = 5'b01110,
        TX_D12 = 5'b01111,
        TX_D13 = 5'b10000,
        TX_D14 = 5'b10001,
        TX_D15 = 5'b10010,
        TX_STOP_BIT2 = 5'b10011;
 parameter CLOCK_SPEED = 100_000_000;
 parameter BAUD_RATE = 9600;
 parameter CLOCKS_PER_BIT = (CLOCK_SPEED / BAUD_RATE) + 1;
 reg key_in = 0;
 reg [18:0] key_cnt = 0;
 always @(posedge clk) begin
     if(rst) key_cnt <= 0;
       else if (key_cnt == 499_999) begin
         key_cnt <= 0;
         key_in <= ~key_in;
         end else key_in <= key_in + 1;
 end
 reg [4:0] tx_current_state, tx_next_state;
 always @(posedge clk) begin
     if (rst) tx_current_state <= TX_IDLE;
     else tx_current_state <= tx_next_state;
 end
wire tx_counter_en = (tx_current_state != TX_IDLE) ? 1 : 0;
reg [13:0] tx_counter = 0;
always @(posedge clk) begin
    if(rst) tx_counter<=0;
    else if (tx_counter_en) begin
        tx_counter <= tx_counter + 1;
        if (tx_counter == (CLOCKS_PER_BIT - 1))
            tx_counter <=0;
    end
        else tx_counter <= 0;
end
wire state_transition = (tx_counter == (CLOCKS_PER_BIT - 1)) ? 1 : 0;
wire key_in_now = key_in;
reg key_in_prev;
always @(posedge clk) begin
    if(rst) key_in_prev <= 0;
    else key_in_prev <= key_in_now;
end
wire key_pressed = (key_in_prev == 0 && key_in_now == 1);
always @(*) begin
    tx_next_state = tx_current_state;
    case(tx_current_state)
        TX_IDLE: if(key_pressed) tx_next_state = TX_START_BIT;
        TX_START_BIT: if(state_transition) tx_next_state = TX_D0;
        TX_D0: if(state_transition) tx_next_state = TX_D1;
        TX_D1: if(state_transition) tx_next_state = TX_D2;
        TX_D2: if(state_transition) tx_next_state = TX_D3;
        TX_D3: if(state_transition) tx_next_state = TX_D4;
        TX_D4: if(state_transition) tx_next_state = TX_D5;
        TX_D5: if(state_transition) tx_next_state = TX_D6;
        TX_D6: if(state_transition) tx_next_state = TX_D7;
        TX_D7: if(state_transition) tx_next_state = TX_STOP_BIT;
        TX_STOP_BIT: if(state_transition) tx_next_state = TX_START_BIT2;
        TX_START_BIT2: if(state_transition) tx_next_state = TX_D8;
        TX_D8: if(state_transition) tx_next_state = TX_D9;
        TX_D9: if(state_transition) tx_next_state = TX_D10;
        TX_D10: if(state_transition) tx_next_state = TX_D11;
        TX_D11: if(state_transition) tx_next_state = TX_D12;
        TX_D12: if(state_transition) tx_next_state = TX_D13;
        TX_D13: if(state_transition) tx_next_state = TX_D14;
        TX_D14: if(state_transition) tx_next_state = TX_D15;
        TX_D15: if(state_transition) tx_next_state = TX_STOP_BIT2;
        TX_STOP_BIT2: if(state_transition) tx_next_state = TX_IDLE;
        default: tx_next_state = TX_IDLE;
    endcase
end
always @(*) begin
    txd = 1;
    case(tx_current_state)
        TX_START_BIT: txd = 0;
        TX_D0: txd = sw[0];
        TX_D1: txd = sw[1];
        TX_D2: txd = sw[2];
        TX_D3: txd = sw[3];
        TX_D4: txd = sw[4];
        TX_D5: txd = sw[5];
        TX_D6: txd = sw[6];
        TX_D7: txd = sw[7];
        TX_STOP_BIT: txd = 1;
        TX_START_BIT2: txd = 0;
        TX_D8: txd = sw[8];
        TX_D9: txd = sw[9];
        TX_D10: txd = sw[10];
        TX_D11: txd = sw[11];
        TX_D12: txd = sw[12];
        TX_D13: txd = sw[13];
        TX_D14: txd = sw[14];
        TX_D15: txd = sw[15];
        TX_STOP_BIT2: txd = 1;
        default: txd = 1;
    endcase
end
endmodule

===== design/flow/run.sh =====
#!/bin/bash
# OpenROAD 26Q1-2900-gdf79404cd8, Yosys 0.63+post, stock flow scripts
make -C /OpenROAD-flow-scripts/flow DESIGN_CONFIG=/design/flow/config.mk WORK_HOME=/design/flow/orfs finish

==> reports/qor.txt <==
hold buffer count at cts: 0
multiplexer fraction of the synthesized cell area: 0
number of antenna violations at the first check in global routing: 0
slowest cell delay on critical path: 0.41 ns
Post-Synth Simple-Gate Area: 0.196
Clock transition at path regs: 0.07 ns
tally of non-filler cells in the final layout: 298
critical path arrival: 2.48 ns
biggest combinational cell group after synthesis: simple AND/OR/NAND/NOR gates
final setup fails: 0
antenna diode count: 0
Worst Slack Setup Final: 1.12 ns
Late-Pin Clk Latency: 0.29 ns
summed standard-cell area reported by yosys: 1500 um^2
power per cell area: 337 nW/um^2
yosys aoi share: 0.183
Syn-to-layout area delta: 29.2%
proportion of synthesized chip area in sequential cells: 0.500
final hold vios: 0
post-cts resize count: 0
wire length of the first global-routing pass: 5.43 mm
capturing element type of the critical path: output port
maximum clock rate: 296 MHz
clock skew after layout: 0.00334 ns
period utilization: 0.751
nature of the critical path startpoint: input port
worst endpoint required time: 3.60 ns
number of distinct library cells after synthesis: 30
CP bufs+invs: 2
Slew Limit Fails: 0
adder and majority cell fraction of the synthesized area: 0.0167
number of routed nets with antenna violations: 0
run status: completed
synthesized area per cell: 10.4 um^2
total vias in the final route: 1147
number of H-tree levels: 2
global route overflow: 0
maximum number of pins on one net before global-route repair: 21
number of detailed-routing iterations run before antenna repair: 4
number of setup buffers added after CTS: 0
Post-synth EDFFs: 1
number of synthesized register bits: 37
crit path launch: sw[10]
per-cell via count in the routed design: 3.85
final estimated routing congestion in global placement: 0.761
classification of the worst-slack hold path: flop to flop
highest-delay cell along the critical path: sky130_fd_sc_hd__clkdlybuf4s50_1
RSZ-0062 raised after global routing: no
number of rows created at floorplan: 36
post-synthesis instance area: 1500 um^2
r2r setup slk: 2.45 ns
accumulated negative setup slack: 0 ns
worst slack, placed: 1.07 ns
RR Startpoint: tx_counter[9]$_SDFF_PP0_
Reg2Reg Capture Point: tx_counter[4]$_SDFF_PP0_
Port Buf Inserts: 18
horizontal die dimension: 120 um
number of global-route vias before repair: 1158
Core Density at Floorplan: 0.153
Hold Path Sink: tx_current_state[1]$_DFF_P_
maximum clock insertion buffer count: 2
violation count after the first detailed-route iteration: 44
post-DP HPWL: 2.26 mm
IR Drop Worst-Case VDD: 0.157 mV
boundary pin count: 19
startpoint of the lowest-slack hold path: tx_current_state[0]$_DFF_P_
sinks on the clock net: 37
final routed wire length divided by cell count: 10.9 um
number of instances in the placed design: 290
reported max-cap violation count: 0
Tmin final: 3.38 ns
Total Die Area: 14400 um^2
Worst Hold Depth: 1
fraction of layout cells with a size suffix above 1: 0.0788
critical path's top delay family: buffers and inverters
clock root buffer: sky130_fd_sc_hd__clkbuf_8
Post-Route WL: 3.25 mm
clock buffer count from CTS: 5
critical-path maximum fanout: 1
Die Ht: 120 um
cell repeated most along the worst path: sky130_fd_sc_hd__clkdlybuf4s50_1
gate count after technology mapping: 144
number of cells in Yosys stat: 144
residual DRC count: 0
OpenROAD warning count: 26
area fraction in xor and xnor cells: 0.0642
Worst-Margin Slew: 0.499 ns
leakage: 0.661 nW
ordered cell list for the critical path: clkdlybuf4s50_1, a22o_1, a221oi_1, nand4_1, o21bai_1, clkdlybuf4s50_1
global-route total usage across every layer: 0.0444
number of warnings printed during yosys synthesis: 1
Critical Setup Path Class: input port to output port
clock tree from TritonCTS: built
Post-synth ARST share: 0
placeable core region: 9770 um^2
worst-case headroom to the max-slew limit: 0.667
R2R depth: 4
Commonest flop: sky130_fd_sc_hd__dfxtp_1
-- placed cells by master, fill, tap and decap left out, types with 2 or more instances in the layout --
cell / count
sky130_fd_sc_hd__nor4_1: 4
sky130_fd_sc_hd__nand4_1: 4
sky130_fd_sc_hd__a221oi_1: 4
sky130_fd_sc_hd__nand3_1: 7
sky130_fd_sc_hd__inv_1: 4
sky130_fd_sc_hd__and3_1: 2
sky130_fd_sc_hd__nor2_1: 4
sky130_fd_sc_hd__dfxtp_1: 36
sky130_fd_sc_hd__and2_1: 2
sky130_fd_sc_hd__xor2_1: 9
sky130_fd_sc_hd__clkbuf_8: 5
sky130_fd_sc_hd__ha_1: 2
sky130_fd_sc_hd__clkdlybuf4s50_1: 18
sky130_fd_sc_hd__nor3_1: 13
sky130_fd_sc_hd__xnor2_1: 2
sky130_fd_sc_hd__and4_1: 2
sky130_fd_sc_hd__nand2_1: 5
sky130_fd_sc_hd__buf_4: 2
sky130_fd_sc_hd__a22o_1: 24
sky130_fd_sc_hd__or4b_1: 2
-- per-stage QoR --
step	util	power, mW	cell area, um^2	hold WS (ns)
6_report	0.198	0.652	1940	0.487
3_5_place_dp	0.187	0.377	1820	0.479
4_1_cts	0.198	0.661	1940	0.485
5_1_grt	0.198	0.677	1940	0.509
3_3_place_gp	0.187	0.377	1820	0.461
2_1_floorplan	-	0.356	1500	0.450
-- area by class of cell --
class | count | area [um^2]
flip-flops and latches | 37 | 751
repair buffers | 20 | 195
multi-input cells | 96 | 696
fillers | 1065 | 7840
clock buffers | 5 | 68.8
clock inverters | 3 | 46.3
well taps | 133 | 166
inverters | 4 | 15.0
-- cell families (layout without fill, tap and decap cells) --
kind of cell,count (synthesis),after routing
AND-OR/OR-AND,32,32
XOR/XNOR,11,11
AND/OR/NAND/NOR,51,51
flip-flops,37,37
buffers and inverters,11,32
adder cells (fa/ha/maj),2,2
-- how the worst max path moves through the flow --
stage	to	slack, ns	cells past startpoint
after global routing	txd	1.01	6
after CTS	txd	1.08	6
final	txd	1.12	6
-- synthesized netlist by cell type (2+ instances only) --
| master | instances | area share |
|---|---|---|
| sky130_fd_sc_hd__clkbuf_1 | 2 | 0.0050 |
| sky130_fd_sc_hd__xor2_1 | 9 | 0.053 |
| sky130_fd_sc_hd__nor3_1 | 13 | 0.043 |
| sky130_fd_sc_hd__a221oi_1 | 4 | 0.023 |
| sky130_fd_sc_hd__a22o_1 | 24 | 0.14 |
| sky130_fd_sc_hd__dfxtp_1 | 36 | 0.48 |
| sky130_fd_sc_hd__nor4_1 | 5 | 0.021 |
| sky130_fd_sc_hd__buf_2 | 3 | 0.010 |
| sky130_fd_sc_hd__or4b_1 | 2 | 0.013 |
| sky130_fd_sc_hd__and4_1 | 2 | 0.012 |
| sky130_fd_sc_hd__and3_1 | 2 | 0.0083 |
| sky130_fd_sc_hd__nand3_1 | 7 | 0.023 |
| sky130_fd_sc_hd__buf_6 | 2 | 0.015 |
| sky130_fd_sc_hd__nand2_1 | 5 | 0.013 |
| sky130_fd_sc_hd__xnor2_1 | 2 | 0.012 |
| sky130_fd_sc_hd__nand4_1 | 4 | 0.017 |
| sky130_fd_sc_hd__ha_1 | 2 | 0.017 |
| sky130_fd_sc_hd__inv_1 | 4 | 0.010 |
| sky130_fd_sc_hd__nor2_1 | 4 | 0.010 |
| sky130_fd_sc_hd__and2_1 | 2 | 0.0083 |
-- routing by layer --
metal / part of all wire / vias to the layer above / track usage
li1: - / 586 / -
met1: 0.52 / 529 / 0.0658
met2: 0.42 / 28 / 0.0626
met3: 0.056 / 4 / 0.0162
met4: 0.0068 / 0 / 0.00452
met5: 0 / - / 0
-- sequential cells by signal (all words and copies together), names as in the netlist --
| register | cells |
|---|---|
| key_in | 1 |
| key_in_prev | 1 |
| tx_counter | 14 |
| tx_current_state | 21 |
-- power breakdown --
part,switching (mW),total (mW),internal [mW]
Clock,0.117,0.283,0.166
Sequential,0.00232,0.335,0.332
Combinational,0.0155,0.0352,0.0197
Total,0.135,0.652,0.518
Power is estimated from default activity; no workload was simulated.
