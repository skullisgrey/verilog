[/design/flow/design.v]
`timescale 1ns / 1ps
module uart_rx(
input wire clk,
input wire rst,
input wire rxd,
  output wire [7:0] led   
);
 localparam [3:0]
        RX_IDLE = 4'b1111,
        RX_START_BIT = 4'b0000,
        RX_D0 = 4'b0001,
        RX_D1 = 4'b0010,
        RX_D2 = 4'b0011,
        RX_D3 = 4'b0100,
        RX_D4 = 4'b0101,
        RX_D5 = 4'b0110,
        RX_D6 = 4'b0111,
        RX_D7 = 4'b1000,
        RX_DONE = 4'b1001,
        RX_STOP_BIT = 4'b1010;
parameter CLOCK_SPEED = 100_000_000;
parameter BAUD_RATE = 9600;
parameter CLOCKS_PER_BIT = (CLOCK_SPEED / BAUD_RATE) + 1;
reg [3:0] rx_current_state = 0, rx_next_state = 0;
always @(posedge clk) begin
    if(rst) rx_current_state <= RX_IDLE;
    else rx_current_state <= rx_next_state;
end
wire rx_counter_en = (rx_current_state != RX_IDLE) ? 1 : 0;
reg [13:0] rx_counter = 0;
always @(posedge clk) begin
    if(rst) rx_counter <= 0;
    else if (rx_counter_en) begin
        rx_counter <= rx_counter + 1;
        if(rx_counter == (CLOCKS_PER_BIT - 1))
            rx_counter <= 0;
        end
        else rx_counter <= 0;
end
wire state_transition = (rx_counter == (CLOCKS_PER_BIT - 1)) ? 1 : 0;
always @(*) begin
    rx_next_state = rx_current_state;
    case(rx_current_state)
    RX_IDLE: if(rxd==0) rx_next_state = RX_START_BIT;
    RX_START_BIT: if(state_transition) rx_next_state = RX_D0;
    RX_D0: if(state_transition) rx_next_state = RX_D1;
    RX_D1: if(state_transition) rx_next_state = RX_D2;
    RX_D2: if(state_transition) rx_next_state = RX_D3;
    RX_D3: if(state_transition) rx_next_state = RX_D4;
    RX_D4: if(state_transition) rx_next_state = RX_D5;
    RX_D5: if(state_transition) rx_next_state = RX_D6;
    RX_D6: if(state_transition) rx_next_state = RX_D7;
    RX_D7: if(state_transition) rx_next_state = RX_DONE;
    RX_DONE: if(rxd) rx_next_state = RX_STOP_BIT;
    RX_STOP_BIT: if(state_transition) rx_next_state = RX_IDLE;
    default: rx_next_state = RX_IDLE;
    endcase
end
wire data_sampling_en = ((rx_counter == (CLOCKS_PER_BIT/2 -1))
                         &&(rx_current_state > RX_START_BIT)
                         &&(rx_current_state < RX_STOP_BIT)) ? 1 : 0;
reg [7:0] rx_data = 0;
always @(posedge clk) begin
    if(rst) rx_data <= 0;
    else if(data_sampling_en)
        rx_data <= {rxd, rx_data[7:1]};
end                        
assign led = rx_data;
endmodule
[/design/flow/run.sh]
#!/bin/bash
# OpenROAD 26Q1-2900-gdf79404cd8, Yosys 0.63+post, stock flow scripts
make -C /OpenROAD-flow-scripts/flow DESIGN_CONFIG=/design/flow/config.mk WORK_HOME=/design/flow/orfs finish
[/design/flow/config.mk]
export PLATFORM = sky130hd
export DESIGN_NAME = uart_rx
export DESIGN_NICKNAME = uart_rx
export VERILOG_FILES = /design/flow/design.v
export SDC_FILE = /design/flow/constraint.sdc
export NUM_CORES = 4
export LEC_CHECK = 1
export CORE_AREA = 10 10 91 91
export DIE_AREA = 0 0 101 101
[/design/flow/constraint.sdc]
current_design uart_rx

set clk_period 4.6
set clk_io_pct 0.2

create_clock -name clk0 -period $clk_period [get_ports {clk}]

set non_clock_inputs [all_inputs -no_clocks]
set_input_delay [expr $clk_period * $clk_io_pct] -clock clk0 $non_clock_inputs
set_output_delay [expr $clk_period * $clk_io_pct] -clock clk0 [all_outputs]
==> out/results.tsv <==
stage	metric	value	unit
timing	RSZ-0062 raised after global routing	no	
global_routing	antenna violations before repair	0	
clocking	Bufs on Longest Clock Path	2	
place	pre-CTS WS	2120	ps
job	max-cap violations	0	
route	DRC	0	
floorplanning	Site Rows	29	
timing	Worst Skew	5.84	ps
clocking	CTS tree	yes	
global_routing	vias in the first global route	1010	
route	number of diodes	0	
power	Reg power frac	49.9	%
power	Logic pwr share	29.6	%
clocking	Reg clk slew, reported paths	80	ps
clocking	# hold bufs at CTS	0	
worst_setup_path	WS Path Type	in2reg	
global_routing	largest net degree at the start of global routing	15	
global_routing	total grt overflow	0	
place	IO buf count	10	
route	WL per Instance	11.4	um
clocking	number of post-CTS setup repair buffers	0	
route	initial DRC count	47	
finish	share of layout cells above drive strength 1	5.63	%
route	via-per-instance ratio	4.58	
route	post-route ant nets	0	
clocking	post_cts resized	0	
worst_setup_path	Crit path largest cell delay	800	ps
timing	Worst Max-Slew Pin Slew	690	ps
clocking	clock buffer count from CTS	3	
synthesis	synthesized instance count	154	
global_routing	first-pass GRT wire length	4760	um
timing	# setup viols final	0	
power	sw frac	35.9	%
status	run status	finished clean	
clocking	clk latency late pin	260	ps
place	DP Wirelength	1880	um
floorplanning	total die area	0.0102	mm^2
timing	Hold Violations, Final	0	
timing	Period minus WS final	2200	ps
worst_setup_path	CP max stage cell	clkdlybuf4s50_1	
synthesis	Synth Area per Inst	8.48	um^2
floorplanning	die width	101	um
worst_setup_path	CP Max Fanout	14	
synthesis	Syn Std Cell Area	0.00131	mm^2
worst_setup_path	CP required	4730	ps
min_path	Hold Path Class	reg2reg	
route	DRT Wirelength	2710	um
timing	Max-slew headroom	53.6	%
synthesis	Seq share, synth	39.8	%
synthesis	chip area in the Yosys report	0.00131	mm^2
synthesis	yosys stat cell total	154	
floorplanning	Core ar.	0.00635	mm^2
clocking	Clock Tree Root	clkbuf_8	
power	pwr/cell area	392	mW/mm^2
finish	area grow syn2layout	16.1	%
finish	fill count	680	
synthesis	Synth flops	26	
timing	setup_tns	0	ps
floorplanning	DIE HEIGHT	101	um
worst_setup_path	CP startpoint kind	input port	
power	worst vdd ir	0.103	mV
clocking	clock tree sinks	26	
worst_setup_path	largest delay contributor family on the critical path	buffers and inverters	
place	RePlAce Congestion	0.788	
route	detailed-route via count	1085	
power	Clock Power Share	20.5	%
global_routing	GRT Total Usage	5.40	%
floorplanning	fp_density	20.6	%
worst_setup_path	Worst EP arrival	2330	ps
worst_setup_path	critical path endpoint category	flop	
timing	final setup margin	2400	ps
floorplanning	# IOs	11	
route	Pre-antenna DRT Iters	4	
timing	fin crit share	47.8	%
job	Log Warnings	26	
timing	max-slew violation count	0	
timing	fmax	0.454	GHz
synthesis	synth unique cells	41	
synthesis	Yosys Warn Count	1	
power	Int Power	0.000381	W
worst_setup_path	worst path bufs/invs	1	
clocking	H-tree levels	1	
worst_setup_path	worst path cell trace	clkdlybuf4s50_1, a221o_1, nor2_1	
power	leakage power	0.466	nW
power	P_sw	0.000213	W
==> worst register-to-register path, cell delays in order (launching register included) <==
cell	delay, ps
dfxtp_1	360
or4b_4	600
o41ai_4	520
o21ai_2	90
a2111o_1	410
==> Yosys cell counts (all sizes together) <==
cell | number | area [um^2]
o41ai | 1 | 27.5
a31oi | 1 | 6.26
nor3 | 4 | 20.0
xnor2 | 9 | 78.8
buf | 2 | 8.75
or2 | 1 | 6.26
nor3b | 1 | 7.51
o21a | 1 | 7.51
nand2b | 2 | 12.5
nor4bb | 1 | 10.0
a21o | 1 | 7.51
a211oi | 1 | 7.51
or4 | 1 | 7.51
and3 | 3 | 18.8
or3 | 1 | 6.26
nor2 | 22 | 82.6
nand4b | 1 | 8.76
nand3 | 4 | 20.0
ha | 2 | 25.0
xor2 | 2 | 17.5
nand4 | 11 | 68.8
inv | 7 | 26.3
nand2 | 8 | 30.0
nor4 | 3 | 25.0
nand3b | 1 | 7.51
or4b | 1 | 13.8
dfxtp | 26 | 521
a2111o | 1 | 11.3
a221o | 1 | 10.0
a21boi | 1 | 7.51
and3b | 1 | 8.76
o221ai | 1 | 8.76
o21ai | 3 | 18.8
a31o | 1 | 8.76
o31ai | 8 | 60.1
o21bai | 2 | 15.0
a21oi | 12 | 60.1
clkbuf | 5 | 18.8
==> area by class of cell <==
class	count	area, um^2	area share [%]
Clock buffer	3	41.3	2.72
Tap cell	77	96.3	6.35
Sequential cell	26	520	34.3
Multi-Input combinational cell	114	732	48.3
Inverter	7	26.3	1.73
Timing Repair Buffer	10	100	6.60
==> state kept, by name, summed over array words and instances (netlist names) <==
| name | flops |
|---|---|
| rx_counter | 14 |
| rx_current_state | 4 |
| rx_data | 8 |
==> logic make-up after synthesis <==
logic type,Yosys count,share of synthesized area (%)
AOI/OAI and AO/OA,35,19.6
xor gates and xnor gates,11,7.38
adders and majority gates,2,1.92
buffers and inverters,14,4.12
DFF,26,39.8
and+or+nand+nor,66,27.1
==> final timing paths <==
| check | startpoint | to | cells past startpoint | slack [ps] |
|---|---|---|---|---|
| max reg2reg | rx_counter[3] | rx_current_state[1] | 4 | 2520 |
| max | rst | rx_counter[10] | 3 | 2400 |
| min | rx_counter[0] | rx_counter[0] | 1 | 470 |
| min reg2reg | rx_counter[0] | rx_counter[0] | 1 | 470 |
==> metrics by stage <==
step / cell area, um^2 / std cells / hold slack (ps) / total power [W] / util [%]
detailed placement: 1480 / 234 / 455 / 0.000476 / 23.2
CTS: 1520 / 237 / 476 / 0.000602 / 23.9
finish: 1520 / 237 / 469 / 0.000594 / 23.9
global route: 1520 / 237 / 500 / 0.000639 / 23.9
global placement: 1480 / 234 / 449 / 0.000473 / 23.2
floorplan: 1310 / 154 / 430 / 0.000438 / -
==> power by group through the flow <==
stage         clock network (W)  logic [W]  registers [W]
CTS                    0.000131   0.000177       0.000295
finish                 0.000122   0.000176       0.000296
global route           0.000139   0.000199       0.000302
==> placed cells by master (no fill, tap or decap), types with 3 or more instances in the layout <==
cell and instances:
clkbuf_8 3, clkdlybuf4s50_1 10, nand2_1 8, nor3_1 4, a21oi_1 12, o31ai_1 8
xnor2_1 9, nand3_1 4, nor2_1 22, dfxtp_1 26, and3_1 3, inv_1 7
nand4_1 11
==> routing by layer <==
metal	global-route usage [%]	vias up	part of all wire (%)	wire [um]
met5	0	-	0	0
li1	-	572	-	-
met3	1.59	2	5.8	157
met1	7.87	492	53	1430
met2	8.06	19	41	1100
met4	0.429	0	0.85	23
Power and IR drop assume default switching activity.
